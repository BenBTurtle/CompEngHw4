<file path="flow/design.v">
module mul2 (input clk, load,
input [7:0] aIn, bIn, 
output reg [15:0] result);
reg [15:0] s;
reg [15:0] c;
reg [15:0] a;
reg [15:0] b;
initial begin  
	s = 0;
	c = 8;
	a = 0;
	b = 0;
	result = 0;
end
always @(posedge clk) begin  
	case (load)
		1'b1 : begin
			if (c==0) begin
				result = s;
			end else begin
				if (b[0] == 1) begin
					s = s+a;
				end else begin
					s = s;
				end
				a = a<<1; 
				b = b>>1; 
				c=c-1;
			end
		end 1'b0 : begin
			s = 0;
			c = 8;
			a = aIn;
			b = bIn;
		end
	endcase
end
endmodule
</file>
<file path="flow/constraint.sdc">
current_design mul2

set clk_period 5.9
set clk_io_pct 0.2

create_clock -name clk0 -period $clk_period [get_ports {clk}]

set non_clock_inputs [all_inputs -no_clocks]
set_input_delay [expr $clk_period * $clk_io_pct] -clock clk0 $non_clock_inputs
set_output_delay [expr $clk_period * $clk_io_pct] -clock clk0 [all_outputs]
</file>
<file path="flow/run.sh">
#!/bin/bash
# OpenROAD 26Q1-2900-gdf79404cd8, Yosys 0.63+post, stock flow scripts
make -C /OpenROAD-flow-scripts/flow DESIGN_CONFIG=/design/flow/config.mk WORK_HOME=/design/flow/orfs finish
</file>
<file path="flow/config.mk">
export PLATFORM = sky130hd
export DESIGN_NAME = mul2
export DESIGN_NICKNAME = mul2
export VERILOG_FILES = /design/flow/design.v
export SDC_FILE = /design/flow/constraint.sdc
export NUM_CORES = 4
export LEC_CHECK = 1
export CORE_UTILIZATION = 50
</file>
==> run_summary.xml <==
<?xml version="1.0" encoding="UTF-8"?>
<metrics>
  <group name="yosys">
    <metric name="yosysUniqueCellTypes" unit="">40</metric>
    <metric name="ys.flops" unit="">72</metric>
    <metric name="synth_cells" unit="">284</metric>
    <metric name="post_syn_area" unit="um^2">3590</metric>
    <metric name="syn_avg_cell_area" unit="um^2">12.6</metric>
    <metric name="yosys-stat-cells" unit="">284</metric>
    <metric name="flop_cell" unit="">edfxtp_1</metric>
    <metric name="enable_flop_cells" unit="">72</metric>
    <metric name="yosysSeqAreaShare" unit="%">60.2</metric>
    <metric name="ys_area" unit="um^2">3590</metric>
    <metric name="yosys_warnings" unit="">1</metric>
    <metric name="synthArstFlopShare" unit="%">0</metric>
  </group>
  <group name="clocking">
    <metric name="ctsResizeCount" unit="">0</metric>
    <metric name="ctsHoldBuffers" unit="">0</metric>
    <metric name="cts_bufs_inserted" unit="">9</metric>
    <metric name="cts_tree" unit="">done</metric>
    <metric name="cts.repair_timing.setup_buffer_count" unit="">0</metric>
    <metric name="ctsLongestPathBuffers" unit="">2</metric>
    <metric name="clk_pin_slew" unit="ns">0.08</metric>
    <metric name="clk-insertion-delay-late" unit="ns">0.34</metric>
    <metric name="htree_num_levels" unit="">3</metric>
    <metric name="numClockSinks" unit="">72</metric>
    <metric name="clock-root-buffer" unit="">clkbuf_8</metric>
  </group>
  <group name="power">
    <metric name="fin_total_pwr" unit="W">0.00204</metric>
    <metric name="worst_voltage_drop_across_the_vdd_grid" unit="V">0.000256</metric>
    <metric name="power.static_leakage" unit="nW">1.60</metric>
    <metric name="pwr_per_cell_area" unit="nW/um^2">480</metric>
  </group>
  <group name="detailed_routing">
    <metric name="route.vias.total" unit="">2248</metric>
    <metric name="vias_per_cell" unit="">5.29</metric>
    <metric name="routed_wirelength" unit="um">6390</metric>
    <metric name="post-route-drc-count" unit="">0</metric>
    <metric name="diodes" unit="">0</metric>
    <metric name="wire_per_inst" unit="um">15.0</metric>
    <metric name="ant_nets" unit="">0</metric>
    <metric name="dr.pass1.iters" unit="">4</metric>
    <metric name="drt_iter0_drcs" unit="">102</metric>
  </group>
  <group name="timing">
    <metric name="min_period_over_period" unit="%">51.7</metric>
    <metric name="max_slew.worst_pin.slew" unit="ns">0.765</metric>
    <metric name="hold_viol_final" unit="">0</metric>
    <metric name="max_slew_margin" unit="%">49.0</metric>
    <metric name="final_hold_slack" unit="ns">0.462</metric>
    <metric name="maxSlewViolCount" unit="">0</metric>
    <metric name="fmax" unit="GHz">0.328</metric>
    <metric name="timing.final.setup_violations" unit="">0</metric>
    <metric name="finClkSkew" unit="ns">0.00947</metric>
    <metric name="finalCriticalPeriod" unit="ns">3.05</metric>
    <metric name="unrepaired_setup_endpoints_after_global_routing" unit="">no</metric>
    <metric name="timing.setup.tns" unit="ns">0</metric>
  </group>
  <group name="critical_path">
    <metric name="sort_of_element_at_the_end_of_the_critical_path" unit="">flip-flop</metric>
    <metric name="timing.setup.critical_path_class" unit="">in -&gt; reg</metric>
    <metric name="worst-r2r-cell-count" unit="">6</metric>
    <metric name="critical_path.startpoint_type" unit="">input port</metric>
    <metric name="cp_data_arrival_time" unit="ns">3.02</metric>
    <metric name="regToRegSetupSlack" unit="ns">3.33</metric>
    <metric name="critical_path.max_fanout" unit="">37</metric>
    <metric name="r2r-start" unit="">c[8]$_SDFFCE_PN0P_</metric>
    <metric name="worstReg2RegEnd" unit="">s[5]$_SDFFCE_PN0P_</metric>
    <metric name="crit_required" unit="ns">5.87</metric>
  </group>
  <group name="global_route">
    <metric name="first_pass_grt_wire_length" unit="um">10800</metric>
    <metric name="grt_overflow" unit="">0</metric>
    <metric name="grt_max_degree" unit="">41</metric>
    <metric name="antenna_found_initial" unit="">0</metric>
    <metric name="first_global_vias" unit="">2196</metric>
    <metric name="global_route.usage.total" unit="%">20.2</metric>
  </group>
  <group name="outcome">
    <metric name="status" unit="">finished, final reports clean</metric>
  </group>
  <group name="floorplanning">
    <metric name="die-width" unit="um">86.7</metric>
    <metric name="chip_area" unit="um^2">7520</metric>
    <metric name="design.core.area" unit="um^2">6870</metric>
    <metric name="placementRows" unit="">30</metric>
    <metric name="die-height" unit="um">86.7</metric>
    <metric name="io_pins" unit="">34</metric>
    <metric name="floorplan.core_util" unit="%">52.3</metric>
  </group>
  <group name="cells_and_area">
    <metric name="final_common_cell" unit="">edfxtp_1</metric>
    <metric name="area.growth.synth_to_final" unit="%">18.4</metric>
    <metric name="n_fill_cell" unit="">540</metric>
    <metric name="layout_top_cells_excl_fill_tap" unit="">72 x edfxtp_1, 33 x clkdlybuf4s50_1, 31 x nor2_1</metric>
    <metric name="final_layout_size_suffix_gt1_share" unit="%">12.2</metric>
  </group>
  <group name="placed_design">
    <metric name="gp_weighted_congestion" unit="">0.863</metric>
    <metric name="portBuffers" unit="">33</metric>
    <metric name="detailed_place_hpwl" unit="um">4160</metric>
  </group>
  <group name="run">
    <metric name="stage_log_warnings" unit="">27</metric>
    <metric name="maxCapViolCount" unit="">0</metric>
  </group>
  <group name="min_path">
    <metric name="min-delay-start" unit="">s[12]$_SDFFCE_PN0P_</metric>
    <metric name="worst_hold_path_type" unit="">reg -&gt; reg</metric>
    <metric name="whs_endpoint" unit="">result[12]$_DFFE_PP_</metric>
    <metric name="hold-path-cell-count" unit="">0</metric>
  </group>
</metrics>
## sequential cells by signal, summed over array words and instances (netlist names)
register  count
result       16
s            16
a            16
b             8
c            16
## layout make-up
type / count / area, um^2 / area share, %
inverter: 9 / 33.8 / 0.794
sequential: 72 / 2160 / 50.8
multi-input combinational: 196 / 1370 / 32.3
clock buffer: 9 / 124 / 2.91
clock inverter: 7 / 86.3 / 2.03
timing repair buffer: 36 / 353 / 8.30
tap: 96 / 120 / 2.82
## stage by stage
step,cells,instance area [um^2],setup slack (ns),utilization [%]
2_1_floorplan,284,3590,1.28,-
6_report,425,4250,2.85,61.9
3_3_place_gp,409,4040,2.50,58.9
4_1_cts,425,4250,2.81,61.9
3_5_place_dp,409,4040,2.46,58.9
5_1_grt,425,4250,2.66,61.9
## power breakdown
part	leakage, nW	switching [W]	internal [W]	total, W
logic	0.716	0.000397	0.000325	0.000721
clock network	0.106	0.000183	0.000234	0.000417
registers	0.777	0.000112	0.000791	0.000903
## per-layer routing
layer / track usage, % / up-vias / share of wire, %
li1: - / 1129 / -
met1: 35.4 / 1055 / 49
met2: 28.9 / 55 / 44
met3: 4.44 / 9 / 5.1
met4: 3.94 / 0 / 1.8
met5: 0 / - / 0
## worst max-delay path: stages
cell and delay, ns:
clkdlybuf4s50_1 0.46, buf_4 0.34, nand3_1 0.14, nor3_2 0.13
buf_4 0.29, inv_1 0.09, o21a_1 0.38
## cell usage after synthesis, types with 2 or more instances
cell type	number	area share, %
a211oi_1	2	0.42
a21o_1	4	0.84
a21oi_1	15	2.1
a41oi_1	2	0.49
and2_1	12	2.1
and3_1	2	0.35
clkbuf_1	7	0.73
edfxtp_1	72	60
ha_1	17	5.9
inv_1	8	0.84
mux2_2	14	4.4
mux2i_1	3	0.84
nand2_1	21	2.2
nand2b_1	3	0.52
nand3_1	7	0.98
nand4_1	3	0.52
nor2_1	31	3.2
nor2b_1	2	0.35
nor3_1	4	0.56
nor4_1	2	0.35
nor4_2	2	0.70
o211ai_1	3	0.63
o21ai_0	8	1.1
o21bai_1	2	0.42
or3_1	3	0.52
or4_4	2	0.63
xnor2_1	9	2.2
xor2_1	12	2.9
## cell families after synthesis
| family | Yosys count | synth area share [%] |
|---|---|---|
| adders and majority gates | 18 | 6.48 |
| xor gates and xnor gates | 21 | 5.12 |
| DFF | 72 | 60.2 |
| AOI/OAI and AO/OA | 42 | 7.32 |
| and+or+nand+nor | 98 | 14.0 |
| muxes | 17 | 5.23 |
| buffers and inverters | 16 | 1.67 |
## worst max-delay path by stage
stage / start / endpoint
finish: load / s[5]$_SDFFCE_PN0P_
global route: load / s[13]$_SDFFCE_PN0P_
CTS: load / s[5]$_SDFFCE_PN0P_
No activity file was given, so power comes from the tool's default toggle rates.
