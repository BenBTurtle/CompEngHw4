[flow/design.v]
module hexSevenSegmentDecoder(input [3:0] in,
output [7:0] out);
reg [7:0] wout;
always@ (*) begin
	case(in)
		4'h0: wout = 8'b11000000;
		4'h1: wout = 8'b11111001;
		4'h2: wout = 8'b10100100;
		4'h3: wout = 8'b10110000; 
		4'h4: wout = 8'b10011001; 
		4'h5: wout = 8'b10010010; 
		4'h6: wout = 8'b10000010; 
		4'h7: wout = 8'b11111000; 
		4'h8: wout = 8'b10000000;
		4'h9: wout = 8'b10010000;
		4'ha: wout = 8'b10001000;
		4'hb: wout = 8'b10000011;
		4'hc: wout = 8'b11000110;
		4'hd: wout = 8'b10100001;
		4'he: wout = 8'b10000110;
		4'hf: wout = 8'b10001110; 
		default: wout = 8'b10000000;
	endcase
end
assign out = wout;
endmodule
[flow/run.sh]
#!/bin/bash
# OpenROAD 26Q1-2900-gdf79404cd8, Yosys 0.63+post, stock flow scripts
make -C /OpenROAD-flow-scripts/flow DESIGN_CONFIG=/design/flow/config.mk WORK_HOME=/design/flow/orfs finish
[flow/config.mk]
export PLATFORM = sky130hd
export DESIGN_NAME = hexSevenSegmentDecoder
export DESIGN_NICKNAME = hexSevenSegmentDecoder
export VERILOG_FILES = /design/flow/design.v
export SDC_FILE = /design/flow/constraint.sdc
export NUM_CORES = 4
export LEC_CHECK = 1
export CORE_AREA = 10 10 70 70
export DIE_AREA = 0 0 80 80
[flow/constraint.sdc]
current_design hexSevenSegmentDecoder

set clk_period 1.5
set clk_io_pct 0.2

create_clock -name clk0 -period $clk_period

set non_clock_inputs [all_inputs -no_clocks]
set_input_delay [expr $clk_period * $clk_io_pct] -clock clk0 $non_clock_inputs
set_output_delay [expr $clk_period * $clk_io_pct] -clock clk0 [all_outputs]
==> flow_metrics.tcl <==
# implementation run metrics
set metrics [dict create \
    crit_required_ns 1.20 \
    pwr-share-clk 0 \
    final_antenna_net_count 0 \
    tool_warnings 40 \
    p_int_w 0.0000941 \
    diodes 0 \
    setup_tns_ns -0.327 \
    power.switching_w 0.0000605 \
    final.min_clock_period_ns 1.64 \
    hold_path.class "in -> out" \
    fp-utilization 0.0839 \
    post-route-drc-count 0 \
    fmax_ghz 0.611 \
    avgSynthCellArea_um2 8.43 \
    chipArea_um2 6400 \
    areaGrowthSynthToFinish_pct 118 \
    final-seq-area_um2 0 \
    syn-cell-area_um2 287 \
    worstHoldStart "in[1]" \
    worst-setup-path-type "in -> out" \
    wl_per_cell_um 9.20 \
    first_pass_iters 2 \
    rsz0062_at_grt "yes" \
    power.total_w 0.000155 \
    grt_pass1_vias 345 \
    max_stage_delay_ns 0.34 \
    wl_met3_um 19 \
    worst_slack_ns -0.135 \
    crit_buf_inv 3 \
    die-width_um 80 \
    cts_hold_buffers 0 \
    num_vias 322 \
    crit_path_end_kind "output port" \
    antenna_found_initial 0 \
    run_status "finished with violations" \
    wl_met1_um 365 \
    synthTopCellsByCount "7 x ha_1, 5 x nor2_1, 4 x mux2i_1" \
    gp_congestion 0.685 \
    post-place-ws_ns -1.02 \
    met2_length_um 572 \
    final_util 0.183 \
    drive_above_1_share 0.672 \
    path_cells "buf_8 -> inv_8 -> ha_4 -> and2b_2 -> or3b_1 -> o21ai_1 -> buf_2" \
    hold-path-endpoint "out[1]" \
    power_frac_seq 0 \
    coreArea_um2 3420 \
    vias_per_cell 3.10 \
    track_usage 0.0282 \
    topCellsByArea "ha_1 31%, mux2i_1 14%, mux4_1 9.2%" \
    cp-start-kind "input pin" \
    drv_slew 0 \
    ir_drop_mv 0.0297 \
    maxCapViolCount 0 \
    syn_inst 34 \
    flops 0 \
    power.density_nw_per_um2 248 \
    top_area_frac 0.306 \
    power.leakage_nw 0.285 \
    wl_um 957 \
    clock_buffers 0 \
    portBuffers 11 \
    grt_overflow 0 \
    grt_pass1_wl_um 1550 \
    yosysWarnings 1 \
    nFillCells 377 \
    hpwl_um 709 \
    grt_max_degree 8 \
    dr.max_layer_used "met3" \
    netSwitchingFraction 0.392 \
    crit_fanout 4 \
    cp.depth 7 \
    drtIter0Drc 14 \
    setup_viol 5 \
    cp_top_family "simple AND/OR/NAND/NOR gates" \
    synth_seq_share 0 \
    rows 21 \
    pin_count 12 \
    pwr-share-comb 1.000 \
    synth_cell_types 17 \
    hold_viol 0 \
    yosys_area_um2 287 \
    violations "setup timing" \
    yosysMostFrequentCell "ha_1" \
    whs_path_depth 4 \
    largest_area_cell "ha_1" \
    arrival_ns 1.34 \
    yosysCellCount 34 \
    fp.dieH_um 80 \
    post-route-period-util 1.09 \
    critPathSlowestCell "or3b_1" \
]
## final cells by class
cell class         count  area (µm²)  share of cell area
inverters              3        23.8              0.0381
multi-input cells     28         309               0.495
well taps             46        57.6              0.0922
repair buffers        27         234               0.375
## cells by family after synthesis
logic type,after synthesis,share of synthesized area
multiplexers,6,0.271
other,1,0.0131
AND-OR/OR-AND,6,0.148
buffers and inverters,6,0.122
AND/OR/NAND/NOR,8,0.140
adder cells (fa/ha/maj),7,0.306
## placed cells by master (no fill, tap or decap), types with 2 or more instances in the layout
master / netlist / layout
ha_2: 0 / 2
buf_2: 1 / 6
mux2i_1: 4 / 4
nor2_1: 5 / 4
a22o_1: 2 / 2
ha_4: 0 / 4
buf_6: 1 / 8
o21ai_1: 0 / 2
buf_4: 1 / 8
clkbuf_2: 0 / 2
## per-stage QoR
step | instance area, µm² | hold WS (ns) | std cells
2_1_floorplan | 287 | 0.700 | 34
3_3_place_gp | 520 | 1.70 | 100
3_5_place_dp | 520 | 1.69 | 100
4_1_cts | 619 | 1.06 | 103
5_1_grt | 624 | 1.08 | 104
6_report | 624 | 1.06 | 104
## metal layers
| layer | vias to the layer above | track usage |
|---|---|---|
| li1 | 165 | - |
| met1 | 152 | 0.0304 |
| met2 | 5 | 0.0610 |
| met3 | 0 | 0 |
| met4 | 0 | 0 |
| met5 | - | 0 |
## repair_timing
action / CTS / global route
setup buffers: 3 / 1
setup endpoints to repair: 7 / 6
pin swaps: 7 / 6
gates resized: 65 / 6
## power groups by stage
stage                 Combinational (W)  Sequential (W)  Clock (W)
after CTS                      0.000150               0          0
after global routing           0.000169               0          0
final                          0.000155               0          0
## how the worst max path moves through the flow
stage / start / to / slack, ns
global route: in[1] / out[0] / -0.17
finish: in[1] / out[0] / -0.14
CTS: in[1] / out[0] / -0.16
Power and IR drop assume default switching activity.
